[flow/run.sh]
#!/bin/bash
# OpenROAD 26Q1-2900-gdf79404cd8, Yosys 0.63+post, stock flow scripts
make -C /OpenROAD-flow-scripts/flow DESIGN_CONFIG=/design/flow/config.mk WORK_HOME=/design/flow/orfs finish
[flow/config.mk]
export PLATFORM = sky130hd
export DESIGN_NAME = lcd
export DESIGN_NICKNAME = lcd
export VERILOG_FILES = /design/flow/design.v
export SDC_FILE = /design/flow/constraint.sdc
export NUM_CORES = 4
export LEC_CHECK = 1
export CORE_AREA = 10 10 174 174
export DIE_AREA = 0 0 184 184
[flow/constraint.sdc]
current_design lcd

set clk_period 4.1
set clk_io_pct 0.2

create_clock -name clk0 -period $clk_period [get_ports {CLK}]

set non_clock_inputs [all_inputs -no_clocks]
set_input_delay [expr $clk_period * $clk_io_pct] -clock clk0 $non_clock_inputs
set_output_delay [expr $clk_period * $clk_io_pct] -clock clk0 [all_outputs]
[flow/design.v]
module lcd #(
	parameter WIDTH1 = 16,
	parameter WIDTH2 = 16,
	parameter HEIGHT = 2
)(
	input  wire CLK,
	input  wire RST,
	input  wire [WIDTH1*8-1:0] line1,
	input  wire [WIDTH2*8-1:0] line2,
	input  wire two_line,
	input  wire start,
	output reg  LCD_E,
	output reg  LCD_RS,
	output reg  [7:0] LCD_DATA
);
	initial LCD_E    = 0;
	initial LCD_DATA = 0;
	initial LCD_RS   = 0;
	localparam STATE_IDLE  = 3'd0;
	localparam STATE_INIT  = 3'd1;
	localparam STATE_HOME  = 3'd2;
	localparam STATE_TX1   = 3'd3;
	localparam STATE_TX2   = 3'd4;
	localparam STATE_DONE  = 3'd5;
	reg [2:0] state = STATE_IDLE;
	localparam LINE1_ADDR = 7'h00;
	localparam LINE2_ADDR = 7'h40;
	localparam INIT_CTR = 2;
	localparam HOME_CTR = 3;
	localparam LINE_WIDTH = 16;
	reg [7:0] init [$clog2(INIT_CTR):0];
	reg [7:0] home [$clog2(HOME_CTR):0];
	initial begin
		init[0] = 8'h38;  
		init[1] = 8'h0e;  
		home[0] = 8'h01;  
		home[1] = 8'h02;  
		home[2] = 8'h06;  
	end
	wire [16+WIDTH1*8-1:0] rline1;
	assign rline1 = {1'b1, 7'h00, 8'h06, line1};
	wire [16+WIDTH2*8-1:0] rline2;
	assign rline2 = {1'b1, 7'h40, 8'h06, line2};
	reg [$clog2(32):0] msg_clk = 0;
	reg [$clog2(16):0] msg_ctr = 0;
	always @(*) msg_ctr = (msg_clk)/2;
	always @(posedge CLK) begin
		if( state == STATE_IDLE ) begin
			if( start ) state = STATE_INIT;
		end
		if( state == STATE_INIT ) begin
			if( msg_clk >= 2*INIT_CTR-1 ) begin
				msg_clk <= 0;
				state <= STATE_HOME;
			end
			else msg_clk <= msg_clk + 1;
		end
		else if( state == STATE_HOME ) begin
			if( msg_clk >= 2*HOME_CTR-1 ) begin
				msg_clk <= 0;
				state <= STATE_TX1;
			end
			else msg_clk <= msg_clk + 1;
		end
		else if( state == STATE_TX1  ) begin
			if( msg_clk >= 2*(WIDTH1+2)-1 ) begin
				msg_clk <= 0;
				if( two_line ) state <= STATE_TX2;
				else begin 
					state <= STATE_DONE;
				end
			end
			else msg_clk <= msg_clk + 1;
		end
		else if( state == STATE_TX2  ) begin
			if( msg_clk >= 2*(WIDTH2+2)-1 ) begin
				msg_clk <= 0;
				state <= STATE_DONE;
			end
			else msg_clk <= msg_clk + 1;
		end
		else if( state == STATE_DONE ) begin
			if( start ) state = STATE_HOME;
		end
	end
	always @(msg_clk) begin
		LCD_E = msg_clk;
	end
	always @(posedge LCD_E) begin
		if( state == STATE_IDLE ) begin
			LCD_DATA = init[0];
			LCD_RS = 0;
		end
		if( state == STATE_INIT ) begin
			LCD_DATA = init[msg_ctr];
			LCD_RS = 0;
		end
		if( state == STATE_HOME ) begin
			LCD_DATA = home[msg_ctr];
			LCD_RS = 0;
		end
		if( state == STATE_TX1  )  begin
			LCD_DATA = rline1[8*(WIDTH1+2)-8*msg_ctr-1-:8];
			if( msg_ctr < 2 ) LCD_RS = 0;
			else LCD_RS = 1;
		end
		if( state == STATE_TX2  )  begin
			LCD_DATA = rline2[8*(WIDTH2+2)-8*msg_ctr-1-:8];
			if( msg_ctr < 2 ) LCD_RS = 0;
			else LCD_RS = 1;
		end
		if( state == STATE_DONE ) begin
			LCD_DATA = home[0];
			LCD_RS = 0;
		end
	end
endmodule
==> ci_impl_report.md <==
## Implementation flow summary

| Metric | Value |
|---|---|
| GRT overflow | `0` |
| Clock Tree Buf Depth | `2` |
| Setup violations, final | `0` |
| Routed len/inst | `about 21 um` |
| # DRC | `0` |
| Latency at later pin | `between 0.2 and 0.25 ns` |
| Ports | `270` |
| Period Utilization, post-route | `about 60%` |
| Via count | `between 4000 and 5000` |
| EDFF count, synth | `14` |
| Endpoints left unconstrained | `26` |
| CP Data Arrival Time | `2.43 ns` |
| DP Area | `between 6000 and 7000 um^2` |
| Critical Setup Path Class | `register to register` |
| Yosys warnings | `1` |
| Final instance area | `6529 um^2` |
| Vias/cell | `roughly 4.4` |
| Avg Inst Size Synth | `8.477 um^2` |
| FILL cells | `approximately 2800` |
| Synth cell types | `between 50 and 60` |
| Register pins left without a clock | `9` |
| Worst setup EP type | `register` |
| Initial DRC Count | `approximately 240` |
| Worst Path Required | `~4.1 ns` |
| Min Hold Slack | `around 0.73 ns` |
| HPWL Detailed | `between 15000 and 20000 um` |
| Max frequency | `between 400 and 500 MHz` |
| Post-CTS Setup Bufs | `0` |
| Clk_skew | `roughly 0.0037 ns` |
| FP Util | `a little over an eighth` |
| Reg clk slew, reported paths | `0.04 ns` |
| Top cell area share | `about 25%` |
| Die Height | `~180 um` |
| First-pass GRT wire length | `29570 um` |
| PD cells | `~630 nW/um^2` |
| Area grow syn2layout | `86.02%` |
| FP Rows | `between 50 and 60` |
| Cell area leaders | `mux4_2 25%, edfxtp_1 12%, nand2_1 8.1%` |
| Core area | `around 26000 um^2` |
| CTS Hold Buffers Added | `0` |
| Total wire length | `21190 um` |
| Port Buffers | `approximately 270` |
| # H-tree levels | `1` |
| Post-CTS Resized | `0` |
| Hold/Removal Path Class | `register to register` |
| YS chip area | `3510 um^2` |
| Largest net degree at the start of global routing | `54` |
| Synth Cell Area | `roughly 3500 um^2` |
| Chip area | `~34000 um^2` |
| Top Layout Cells | `268 x clkdlybuf4s50_1, 76 x nand2_1, 39 x mux4_2, 29 x nor2_1, 28 x a21oi_1` |
| Commonest Layout Cell | `clkdlybuf4s50_1` |
| Initial antenna violation count | `1` |
| Status | `complete, no violations` |
| Peak supply drop | `roughly 0.31 mV` |
| Worst setup SP type | `register` |
| Commonest flop | `edfxtp_1` |
| Rel. slew slack | `between 40% and 50%` |
| Crit-path max FO | `36` |
| Max Slew Vio Count | `0` |
| GP Congestion | `slightly below 0.9` |
| Diodes inserted | `0` |
| Leakage Power | `2.260 nW` |
| Syn Inst Count | `414` |
| Power Total | `a little over 0.004 W` |
| Worst slew pin tran | `about 0.89 ns` |
| Post-synth ARST share | `0%` |
| CTS tree | `yes` |
| Ys cells | `between 400 and 500` |
| Die Wd | `184 um` |
| Antenna Violating Nets Remaining | `0` |
| Cell accounting for the most synthesized area | `mux4_2` |
| Setup TNS | `0 ns` |
| # Max-Cap Violations | `0` |
| Drt pass-1 iters | `5` |
| Global Route Usage Sum | `approximately an eighth` |
| Tool warning count | `31` |
| RSZ-0062 raised after global routing | `no` |
| Layout cell share with drive strength beyond 1 | `under 10%` |
| Number of global-route vias before repair | `about 4600` |
| Root buf cell | `clkbuf_16` |
| Fin. Hold Viols | `0` |
| Minimum clock period | `around 2.5 ns` |
| Num CTS Buffers | `3` |
| Synth flops | `18` |
| Register share after synthesis | `~14%` |
report_power, final:
| part | switching [W] | internal (W) | leakage [nW] |
|---|---|---|---|
| clock network | 0.0000414 | 0.000130 | 0.0382 |
| logic | 0.00198 | 0.00148 | 2.05 |
| registers | 0.000187 | 0.000280 | 0.173 |
| total | 0.00221 | 0.00189 | 2.26 |
cell usage after synthesis, drive strengths merged, types with 4 or more instances:
master / n
a21oi: 29
a221oi: 4
a22oi: 5
a31oi: 13
a32oi: 5
and3: 4
buf: 29
clkbuf: 11
dfxtp: 4
edfxtp: 14
ha: 7
inv: 8
mux2i: 17
mux4: 39
nand2: 76
nand3: 13
nand4: 6
nor2: 29
nor2b: 6
nor3: 8
o21ai: 19
o221ai: 7
o22ai: 5
o31ai: 4
or4: 4
xor2: 8
state kept, by name, indices dropped and copies added (netlist names):
signal and flops:
LCD_RS 1, state 3, msg_clk 6, LCD_DATA 8
per-stage QoR:
stage | setup slack (ns) | cells | utilization (%)
final | 1.639 | 987 | 24.84
after detailed placement | 1.646 | 983 | 24.54
after floorplan | 1.647 | 414 | -
after global routing | 1.426 | 987 | 24.84
after CTS | 1.640 | 987 | 24.84
after global placement | 1.657 | 983 | 24.54
critical path, stage by stage, from the launching register on:
cell	delay (ns)
edfxtp_1	0.33
buf_4	0.48
ha_1	0.34
o41a_1	0.32
nor3_1	0.08
a21oi_1	0.13
o22ai_1	0.10
nor2_1	0.30
nor2b_1	0.09
cells by family after synthesis:
group           Yosys count  synth area share [%]
simple gates            156                 19.89
flops                    18                 14.26
buf+inv                  48                 7.023
compound gates          117                 22.85
xor+xnor                 11                 3.280
fa+ha+maj                 7                 2.495
mux                      57                 30.20
cell type report:
cell class / count / area [um^2] / area share [%]
clock buffers: 4 / 78.83 / 1.207
inverters: 8 / 30.03 / 0.4599
multi-input cells: 348 / 2773 / 42.47
flip-flops and latches: 18 / 500.5 / 7.666
well taps: 335 / 419.2 / 6.420
repair buffers: 274 / 2728 / 41.78
worst paths after layout:
| path | start | end | slack (ns) | cells after the start |
|---|---|---|---|---|
| worst min register to register | state[0] | state[2] | 0.73 | 2 |
| worst min-delay path | state[0] | state[2] | 0.73 | 2 |
| worst max register to register | msg_clk[1] | msg_clk[1] | 1.64 | 8 |
| worst max-delay path | msg_clk[1] | msg_clk[1] | 1.64 | 8 |
layer usage:
| metal | GRT usage (%) | vias to the layer above | wire (um) |
|---|---|---|---|
| met1 | 14.60 | 2038 | 8358 |
| met5 | 0 | - | 13 |
| met3 | 4.260 | 18 | 2050 |
| met4 | 1.737 | 2 | 350 |
| met2 | 19.93 | 239 | 10410 |
| li1 | - | 2093 | - |
Power figures rest on the tool's default switching activity, not on a simulated workload.
